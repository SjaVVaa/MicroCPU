### /design/flow/design.v
module INTERRUPT
	(
		input CLK, RESET, read_data, write_data,
		inout [8 - 1 : 0] DATA,
		output reg [3:0] NUM_INT,
		output reg INT2COR,
		input INT0, INT1, INT2, INT3, INT4, INT5, INT6, INT7, INT8, INT9, INT10, INT11, INT12, INT13, INT14, INT15
	);
always@(posedge CLK or negedge RESET)
	begin
		if(!RESET)
			begin
				NUM_INT <= 'h0;
				INT2COR <= 1'b0;
			end
		else
			begin
				if(INT0)
					NUM_INT <= 'd0;
				else if(INT1)
					NUM_INT <= 'd1;
				else if(INT2)
					NUM_INT <= 'd2;
				else if(INT3)
					NUM_INT <= 'd3;
				else if(INT4)
					NUM_INT <= 'd4;
				else if(INT5)
					NUM_INT <= 'd5;
				else if(INT6)
					NUM_INT <= 'd6;
				else if(INT7)
					NUM_INT <= 'd7;
				else if(INT8)
					NUM_INT <= 'd8;
				else if(INT9)
					NUM_INT <= 'd9;
				else if(INT10)
					NUM_INT <= 'd10;
				else if(INT11)
					NUM_INT <= 'd11;
				else if(INT12)
					NUM_INT <= 'd12;
				else if(INT13)
					NUM_INT <= 'd13;
				else if(INT14)
					NUM_INT <= 'd14;
				else if(INT15)
					NUM_INT <= 'd15;
				else
					NUM_INT <= 'd0;
				INT2COR <= (INT0 || INT1 || INT2 || INT3 || INT4 || INT5 || INT6 || INT7 || INT8 || INT9 || INT10 || INT11 || INT12 || INT13 || INT14 || INT15)?1'b1:1'b0;
			end
	end
endmodule
### /design/flow/run.sh
#!/bin/bash
# OpenROAD 26Q1-2900-gdf79404cd8, Yosys 0.63+post, stock flow scripts
make -C /OpenROAD-flow-scripts/flow DESIGN_CONFIG=/design/flow/config.mk WORK_HOME=/design/flow/orfs finish
### /design/flow/constraint.sdc
current_design INTERRUPT

set clk_period 1.0
set clk_io_pct 0.2

create_clock -name clk0 -period $clk_period [get_ports {CLK}]

set non_clock_inputs [all_inputs -no_clocks]
set_input_delay [expr $clk_period * $clk_io_pct] -clock clk0 $non_clock_inputs
set_output_delay [expr $clk_period * $clk_io_pct] -clock clk0 [all_outputs]
### /design/flow/config.mk
export PLATFORM = sky130hd
export DESIGN_NAME = INTERRUPT
export DESIGN_NICKNAME = INTERRUPT
export VERILOG_FILES = /design/flow/design.v
export SDC_FILE = /design/flow/constraint.sdc
export NUM_CORES = 4
export LEC_CHECK = 1
export CORE_AREA = 10 10 70 70
export DIE_AREA = 0 0 80 80
==> ci_impl_report.md <==
### Metrics collected by this job

| Metric | Value |
|---|---|
| Leak pwr | 0.0003022 uW |
| Vias | 379 |
| Die H | 80 um |
| GRT Max-Usage Layer | met2 |
| DIE WIDTH | 80 um |
| Initial antenna violation count | 0 |
| Setup WS pre-CTS | -392.6 ps |
| Root buf cell | clkbuf_4 |
| CP peak stage delay | 350 ps |
| Hold_buf cts | 0 |
| Hold Vio Cnt, Final | 0 |
| Yosys stat chip area | 311.5 um2 |
| Antenna diode count | 0 |
| Fill cells | 399 |
| Critical path data arrival time | 780 ps |
| First-pass GRT wire length | 1.738 mm |
| Top cells by area, synth | dfrtp_1 40%, nor2_1 8.4%, nor4_4 6.8% |
| Starting DRT DRC Count | 9 |
| Share of layout cells above drive strength 1 | 28.99% |
| Setup CP Type | reg2out |
| Slew Limit Fails | 0 |
| Tool Warnings | 35 |
| Yosys cell count | 38 |
| Unique cell types | 18 |
| Mean Syn Cell Area | 8.199 um2 |
| Fmax | 1.025 GHz |
| Final worst setup slack | 24.46 ps |
| Initial Util | 9.121% |
| Outcome | completed |
| Slew at the pin with the worst max-slew slack | 238.7 ps |
| CTS clock-pin slew for the worst setup and hold paths | 40 ps |
| Non-Filler Instances | 115 |
| Largest net degree at the start of global routing | 6 |
| Endpoints left unconstrained | 8 |
| Cells after DPL | 111 |
| CTS tree | yes |
| Top cells by count | 7 x nor2_1, 5 x dfrtp_1, 5 x nand2_1 |
| # rows | 21 |
| Synth warnings | 1 |
| PD cells | 885.8 mW/mm2 |
| Post-Synthesis Cells | 38 |
| Final Cell Area | 660.6 um2 |
| CTS Buf Count | 3 |
| Port bufs | 22 |
| Vias in the first global route | 421 |
| Antenna-violating nets left | 0 |
| TritonCTS Sinks | 5 |
| Dominant Register Cell | dfrtp_1 |
| Routed len/inst | 9.678 um |
| RSZ-0062 raised after global routing | no |
| Number of enable flip-flop cells | 0 |
| Hold WC Path Type | in2async |
| Core area | 0.003416 mm2 |
| Relative slew slack | 83.97% |
| Max-cap violations | 0 |
| Critical-path maximum fanout | 1 |
| Crit path max-delay family | flip-flops |
| Htree depth | 1 |
| GR Layer Usage met3 | 2.727% |
| Clock Tree Buf Depth | 2 |
| Drt first pass iters | 4 |
| Min Tclk post-route | 975.5 ps |
| Total Routing Usage GR | 3.342% |
| Setup bufs post-CTS | 0 |
| Slowest-stage cell, CP | dfrtp_1 |
| Placer congestion estimate | 0.7103 |
| Req. time, crit path | 800 ps |
| M1 GR Usage | 4.214% |
| Die Size | 0.006400 mm2 |
| Buf/Inv on CP | 1 |
| Setup TNS | 0 ps |
| CP startpoint | NUM_INT[3] |
| Register share after synthesis | 40.16% |
| Seq cells post-synth | 5 |
| Crit start category | flip-flop |
| Total length of routed wires | 1.113 mm |
| Top Ports | 33 |
| GR Util met2 | 4.334% |
| Overflow after GRT | 0 |
| Layout area overhead | 112.0% |
| Yosys top cell by instances | nor2_1 |
| Synthesized area | 311.5 um2 |
| Crit-path cells | clkdlybuf4s15_1 |
| Worst VDD drop | 0.2045 mV |
| Dpl cell area | 626.9 um2 |
| Top area contributor share | 40.16% |
| CP Capture Type | output pin |
| Ys async rst share | 100.0% |
| Cell type with the largest total area | dfrtp_1 |
| Detailed-route DRC error count | 0 |
| Final Setup Violations | 0 |
| DR vias/cell | 3.296 |
| Final worst-path cycle share | 97.55% |
-- through the flow --
step	hold slack (ps)	utilization, %	total power, uW
detailed placement	434.2	18.35	374.2
CTS	179.1	19.30	594.4
finish	179.1	19.34	585.2
global route	185.6	19.34	618.7
floorplan	-95.59	-	247.3
global placement	426.5	18.35	372.2
-- state kept, by name, indices dropped and copies added (netlist names) --
signal   flops
INT2COR      1
NUM_INT      4
-- layout by cell type (no fill, tap or decap), drive strengths merged --
| master | n |
|---|---|
| nor4 | 2 |
| o21ai | 1 |
| a31oi | 1 |
| nand2 | 5 |
| clkdlybuf4s15 | 5 |
| o22ai | 1 |
| a21oi | 4 |
| o311a | 1 |
| o31ai | 1 |
| clkbuf | 7 |
| nand4 | 1 |
| inv | 3 |
| nor3 | 2 |
| dlygate4sd2 | 9 |
| nor2b | 1 |
| dfrtp | 5 |
| and3 | 1 |
| dlymetal6s2s | 3 |
| buf | 5 |
| nor3b | 1 |
| clkdlybuf4s50 | 2 |
| nor2 | 7 |
| nand3 | 1 |
-- cells by family after synthesis --
kind of cell / after synthesis / share of synthesized area [%]
and+or+nand+nor: 21 / 38.56
buffers and inverters: 3 / 3.614
DFF: 5 / 40.16
AOI/OAI and AO/OA: 9 / 17.67
-- layer usage --
layer  wire (um)  part of all wire (%)  vias up
li1            -                     -      199
met5           0                     0        -
met4           0                     0        0
met1         527                    47      163
met3         171                    15        0
met2         414                    37       17
-- where the power goes --
part / internal, uW / switching (uW)
Combinational: 81.0 / 63.3
Clock: 151 / 78.3
Sequential: 210 / 2.08
Total: 441 / 144
-- area by class of cell --
type / instances / area, um2 / share of cell area [%]
clock buffer: 4 / 26.28 / 3.977
timing repair buffer: 27 / 239.0 / 36.17
inverter: 3 / 11.26 / 1.705
multi-input combinational: 30 / 201.4 / 30.49
tap: 46 / 57.56 / 8.712
sequential: 5 / 125.1 / 18.94
-- worst paths after layout --
| kind | endpoint | slack (ps) | depth (start not counted) |
|---|---|---|---|
| max in group asynchronous | NUM_INT[2] | 640 | 1 |
| min in group clk0 | NUM_INT[0] | 270 | 2 |
| worst max-delay path | NUM_INT[3] | 20 | 1 |
| worst min-delay path | NUM_INT[0] | 180 | 1 |
-- timing repair --
action,4_1_cts,5_1_grt
endpoints found under the setup margin,10,7
pin swaps,6,4
gates resized,27,11
Power figures rest on the tool's default switching activity, not on a simulated workload.
