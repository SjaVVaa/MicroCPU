--- flow/run.sh ---
#!/bin/bash
# OpenROAD 26Q1-2900-gdf79404cd8, Yosys 0.63+post, stock flow scripts
make -C /OpenROAD-flow-scripts/flow DESIGN_CONFIG=/design/flow/config.mk WORK_HOME=/design/flow/orfs finish
--- flow/config.mk ---
export PLATFORM = sky130hd
export DESIGN_NAME = L3_CTRL_DUO
export DESIGN_NICKNAME = L3_CTRL_DUO
export VERILOG_FILES = /design/flow/design.v
export SDC_FILE = /design/flow/constraint.sdc
export NUM_CORES = 4
export LEC_CHECK = 1
export CORE_AREA = 10 10 70 70
export DIE_AREA = 0 0 80 80
--- flow/constraint.sdc ---
current_design L3_CTRL_DUO

set clk_period 1.1
set clk_io_pct 0.2

create_clock -name clk0 -period $clk_period [get_ports {CLK}]

set non_clock_inputs [all_inputs -no_clocks]
set_input_delay [expr $clk_period * $clk_io_pct] -clock clk0 $non_clock_inputs
set_output_delay [expr $clk_period * $clk_io_pct] -clock clk0 [all_outputs]
--- flow/design.v ---
module L3_CTRL_DUO
	(
		input CLK, RESET, read_data, write_data, set_addr, set_core,
		inout [8 - 1 : 0] DATA,
		output reg [8 - 1 : 0] ADDR,
		output READ, WRITE,
		inout [8 - 1 : 0] L3D0,L3D1
	);
reg [1:0] CORE;
always@(posedge CLK or negedge RESET)
	begin
		if(!RESET)
			CORE <= 'h0;
		else
			begin
				if(set_core)
					CORE <= DATA[1:0];
				else
					CORE <= CORE;
			end
	end	
always@(posedge CLK or negedge RESET)
		begin
			if(!RESET)
				ADDR <= 'h0;
			else
				begin
					if(set_addr)
						ADDR <= DATA;
					else
						CORE <= CORE;
				end
		end
assign READ = read_data;
assign WRITE = write_data;
assign DATA = (CORE[0])?L3D0:L3D1;
endmodule
==> Flow_metrics.wiki <==
== Flow metrics ==
{| class="wikitable"
! Metric !! Value
|-
| Result of the run || aborted with a tool error
|-
| Exit stage || 5_1_grt
|-
| Error that halted the flow || [ERROR RSZ-0074] Failed to build tree from global routes for pin 'L3D1[7]' and net 'DATA[7]' at grid (31050, 3450): found route to 3 pins, expected 2
|-
| Total standard cell area after synthesis || 406.6 um^2
|-
| Cts bufs inserted || 3
|-
| Number of cells in Yosys stat || 27
|-
| DIE HEIGHT || 80 um
|-
| Share of synthesized area occupied by flip-flops and latches || 49.23%
|-
| Yosys cell types || 4
|-
| Gp weighted congestion || 0.6670
|-
| X dimension of the die || 80 um
|-
| Synth Register Bits || 8
|-
| Top cells by area || dfrtp_1, mux2_4, buf_4
|-
| Post-synthesis instance total || 27
|-
| Share of the synthesized area in the top cell type || 49.23%
|-
| Level count of the clock H-tree || 1
|-
| Yosys stat area || 406.6 um^2
|-
| Count of buffers from port buffering || 10
|-
| Average cell area after synthesis || 15.06 um^2
|-
| Root buffer selected by CTS || clkbuf_4
|-
| Post-place setup slack || -209.2 ps
|-
| Number of core rows || 21
|-
| Clock Path Buffers || 2
|-
| Yosys synthesis warning count || 4
|-
| Post-placement cell area || 505.5 um^2
|-
| Number of unconstrained endpoints || 16
|-
| Floorplan core density || 11.90%
|-
| Top-Level Pins || 40
|-
| Maximum number of pins on one net before global-route repair || 9
|-
| Number of buffers inserted for hold repair after clock tree synthesis || 0
|-
| Number of sinks handled by clock tree synthesis || 8
|-
| Cell type with the largest total area after synthesis || dfrtp_1
|}
==> cells by family after synthesis <==
logic type | count (synthesis) | synth area share (%)
buffers and inverters | 11 | 21.23
flip-flops | 8 | 49.23
multiplexers | 8 | 29.54
==> metrics by stage <==
step / hold slack, ps / util, % / cells / power [mW]
floorplan: -75.59 / - / 27 / 0.4138
global placement: 368.3 / 14.80 / 74 / 0.4809
detailed placement: 370.7 / 14.80 / 74 / 0.4805
CTS: 103.0 / 15.97 / 80 / 0.7040
==> cell usage after synthesis (all sizes together) <==
master / n
mux2: 8
dfrtp: 8
buf: 11
==> repair_timing <==
action                                  in CTS
pin swaps                                    0
resized                                     12
endpoints found under the setup margin       8
setup buffers                                3
Power is estimated from default activity; no workload was simulated.
